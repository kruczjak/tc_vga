==> ./design.v <==
module UP2_TOP
(
	MCLK,
	FLEX_DIGIT_1,
	FLEX_DIGIT_1_DP,
	FLEX_DIGIT_2,
	FLEX_DIGIT_2_DP,
	FLEX_MOUSE_CLK,
	FLEX_MOUSE_DATA,
	VGA_RED,
	VGA_BLUE,
	VGA_GREEN,
	VGA_HSYNC,
	VGA_VSYNC,
	LED,
	SW,
	BT,
	DISP1,
	DISP1_DP,
	DISP2,
	DISP2_DP,
	DISP3,
	DISP3_DP,
	DISP4,
	DISP4_DP,
	PS2_DATA,
	PS2_CLK,
	RS232_RX,
	RS232_TX,
	RS232_RTS,
	RS232_CTS,
	MATRIX_ROW,
	MATRIX_COL
);
input MCLK;	 
output [6:0] FLEX_DIGIT_1;
output [6:0] FLEX_DIGIT_2;
output FLEX_DIGIT_1_DP;
output FLEX_DIGIT_2_DP;
output VGA_RED;
output VGA_GREEN;
output VGA_BLUE;
output VGA_HSYNC;
output VGA_VSYNC;
output [15:0] LED;
input [7:0] SW;
input [3:0] BT;
output [6:0] DISP1;
output DISP1_DP;
output [6:0] DISP2;
output DISP2_DP;
output [6:0] DISP3;
output DISP3_DP;
output [6:0] DISP4;
output DISP4_DP;
inout PS2_DATA;
inout PS2_CLK;
inout FLEX_MOUSE_DATA;
inout FLEX_MOUSE_CLK;
input RS232_RX;
output RS232_TX;
output RS232_RTS;
input RS232_CTS;
output [7:0] MATRIX_ROW;
output [15:0] MATRIX_COL;
assign FLEX_DIGIT_1 = 7'b1111111;
assign FLEX_DIGIT_2 = 7'b1111111;
assign FLEX_DIGIT_1_DP = 1;
assign FLEX_DIGIT_2_DP = 1;
assign MATRIX_ROW = 8'hFF;
assign MATRIX_COL = 16'hFFFF;
vga x1 (
	.hsync(VGA_HSYNC),
	.clk(MCLK),
	.vsync(VGA_VSYNC),
	.red(VGA_RED),
	.blue(VGA_BLUE),
	.green(VGA_GREEN),
	.button_red(SW[0]),
	.button_green(SW[1]),
	.button_blue(SW[2])
);
endmodule
module vga(
	input clk,
	input button_red,
	input button_green,
	input button_blue,
	output reg red,
	output reg green,
	output reg blue,
	output hsync,
	output vsync
);
parameter F_CLK = 25175000;
parameter HSYNC = F_CLK/60;
parameter VSYNC = F_CLK/31500;
parameter X = 800;
parameter Y = 525;
reg [9:0] CountX;
reg [9:0] CountY;
reg [23:0] CountA;
always @(posedge clk)
begin
if(CountX == X)
	CountX <= 0;
else
  CountX <= CountX + 1;
end
always @(posedge clk)
begin
	if(CountA == F_CLK*500)
		CountA <= 0;
	else
		CountA <= CountA+1;
end
always @(posedge clk)
begin
	if (CountX == X)
		CountY <= CountY+1;
	else if (CountY == Y)
		CountY <= 0;
end
reg hsync_i, vsync_i;
always @(posedge clk)
begin
	hsync_i <= (CountX >= 656 & CountX < 752);
	vsync_i <= (CountY >= 490 & CountY <= 492);
end
reg animCounter =1;
always @(posedge clk)
begin
	if(CountA == 0)
	begin
		if (animCounter==0) animCounter=1;
		else animCounter=0;
	end
end
assign hsync = ~hsync_i;
assign vsync = ~vsync_i;
always @(posedge clk)
begin
	if(button_red)
		red <= 100<CountY && 200> CountY && ((CountX>100 && CountX<200) || (CountX>400 && CountX<500));
	if(button_green && animCounter)
		green <= 300<CountY && 400> CountY && CountX>200 && CountX<400;
	if(button_blue)
		blue <= CountX[4];
end
endmodule
==> ./run.sh <==
#!/bin/bash
# OpenROAD 26Q1-2900-gdf79404cd8, Yosys 0.63+post, stock flow scripts
make -C /OpenROAD-flow-scripts/flow DESIGN_CONFIG=/design/flow/config.mk WORK_HOME=/design/flow/orfs finish
==> ./config.mk <==
export PLATFORM = sky130hd
export DESIGN_NAME = UP2_TOP
export DESIGN_NICKNAME = UP2_TOP
export VERILOG_FILES = /design/flow/design.v
export SDC_FILE = /design/flow/constraint.sdc
export NUM_CORES = 4
export LEC_CHECK = 1
export CORE_UTILIZATION = 50
==> ./constraint.sdc <==
current_design UP2_TOP

set clk_period 3.4
set clk_io_pct 0.2

create_clock -name clk0 -period $clk_period [get_ports {MCLK}]

set non_clock_inputs [all_inputs -no_clocks]
set_input_delay [expr $clk_period * $clk_io_pct] -clock clk0 $non_clock_inputs
set_output_delay [expr $clk_period * $clk_io_pct] -clock clk0 [all_outputs]
==> impl_metrics.tcl <==
# flow metrics
set metrics [dict create \
    gr-max-usage-layer "met2" \
    rrSetupSlack_ns 1.13 \
    setup.worst_path.class "reg -> reg" \
    p_per_area_mw_per_mm2 347 \
    slew_viol_final 0 \
    grt_pass1_vias 1534 \
    use_met2_pct 21.5 \
    grt_pass1_wl_um 6750 \
    io_buffer_count 8 \
    top_area_share_pct 23.8 \
    clock-root-buffer "clkbuf_8" \
    area_growth_pct -3.26 \
    antenna_found_initial 0 \
    vdd_drop_max_mv 0.239 \
    unconstrained_endpoints 4 \
    synth_cell_types 46 \
    wl_per_cell_um 9.92 \
    insertion_delay_ns 0.30 \
    synth_area_leader_cell "dfxtp_1" \
    worst_pin_slew_ns 0.723 \
    finalWeightedCongestion 0.832 \
    totalPowerFinal_mw 1.02 \
    wirelength_um 4070 \
    grt_util_all_layers_pct 13.5 \
    endpoint_kind "flip-flop" \
    die_w_um 79.9 \
    hold_ws_ns 0.433 \
    yosys.cell_count.top_type "buf_4" \
    vias 1813 \
    fmax_ghz 0.441 \
    die_y_um 79.9 \
    ff_type "dfxtp_1" \
    hpwl_um 2930 \
    cts_max_level 2 \
    ys_area_sq_mm 0.00303 \
    finalClockSkew_ns 0.0100 \
    edf_count 14 \
    cts_buffer_depth 2 \
    top_cells_by_count "90 x buf_4, 36 x dfxtp_1, 25 x xnor2_1, 23 x nor2_1, 19 x nand3_1" \
    ff2ff_path_depth 6 \
    synth-async-reset-ratio_pct 0 \
    drt_pass1_iterations 4 \
    rr_startpoint "x1.CountX[0]" \
    start_kind "flip-flop" \
    fin_area_sq_mm 0.00294 \
    viasPerCell 4.42 \
    cts_buffers 5 \
    power_leakage_nw 1.21 \
    worst-path-max-fanout 12 \
    rows 28 \
    setup_violations 0 \
    hold_viol 0 \
    synthCells 332 \
    floorplan.core_util_pct 51.6 \
    rsz0062_at_grt "no" \
    instances_no_fill 410 \
    grt_use_met1_pct 20.3 \
    route.detailed.drc 0 \
    cap_violations 0 \
    hold_buffers 0 \
    grt_max_degree 16 \
    syn_area_sq_mm 0.00303 \
    period_used_pct 66.7 \
    cts_tree "built" \
    final.min_clock_period_ns 2.27 \
    hp-class "reg -> reg" \
    ctsResizeCount 0 \
    clk_pin_slew_worst_paths_ns 0.08 \
    crit_end "x1.CountY[3]" \
    ys_cells 332 \
    place_area_sq_mm 0.00282 \
    timing.rr.end "x1.CountY[3]" \
    crit_required_ns 3.41 \
    ant_nets 0 \
    status "finished clean" \
    tns_ns 0 \
    ys_warn_count 51 \
    gr-usage-met3_pct 2.32 \
    tool_warnings 45 \
    postCtsSetupBuffers 0 \
    syn_area_per_cell_sq_um 9.14 \
    timing.slew.headroom_pct 51.3 \
    die_area_sq_mm 0.00638 \
    ys_top_cells_by_area "dfxtp_1 24%, buf_4 22%, edfxtp_1 14%" \
    cp.arrival_ns 2.28 \
    grt_overflow_total 0 \
    ys_seq_share_pct 37.6 \
    drive_gt1_share_pct 5.67 \
    core_area_sq_mm 0.00589 \
    diodes 0 \
    clkSinkCount 50 \
    placedCellCount 402 \
    io_pins 114 \
    crit_start "x1.CountX[0]" \
    synth_flop_count 50 \
    drt_iter0_drc 78 \
]
[registers in the layout (all words and copies together), names as in the netlist]
| signal | count |
|---|---|
| x1.red | 1 |
| x1.animCounter | 1 |
| x1.CountY | 10 |
| x1.vsync_i | 1 |
| x1.blue | 1 |
| x1.green | 1 |
| x1.CountA | 24 |
| x1.hsync_i | 1 |
| x1.CountX | 10 |
[where the power goes]
group / internal (mW) / switching (mW)
clock: 0.210 / 0.190
sequential: 0.609 / 0.000274
combinational: 0.00487 / 0.00287
[per-layer routing]
metal,routed length [um],share of wire [%]
met3,177,4.4
met2,1860,46
met1,1970,48
met4,60,1.5
met5,0,0
[layout by cell type, fill, tap and decap left out, types with 3 or more instances in the layout]
cell type        Yosys  layout
nand3_1             19      19
nor4_1               7       7
xnor2_1             25      25
ha_1                 7       7
nand2_1             16      16
nor2_1              23      23
nor3_1               5       5
xor2_1              11      11
clkbuf_8             0       6
or3_1                5       5
conb_1               2      90
o21ai_0              3       3
edfxtp_1            14      14
inv_1               12      12
nand4_1              9       9
clkdlybuf4s50_1      0       8
dfxtp_1             36      36
[area by class of cell]
cell class	count	area (sq um)
Fill cell	560	2950
Inverter	12	45.0
Multi-Input combinational cell	256	1460
Timing Repair Buffer	9	87.6
Clock buffer	8	111
Sequential cell	50	1140
Tap cell	75	93.8
[logic make-up (layout without fill, tap and decap cells)]
logic type / after synthesis / after routing / share of synthesized area, %
buffers and inverters: 114 / 29 / 25.5
AND/OR/NAND/NOR: 105 / 105 / 18.9
adder cells (fa/ha/maj): 7 / 7 / 2.89
other: 2 / 90 / 0.248
flip-flops: 50 / 50 / 37.6
multiplexers: 1 / 1 / 0.330
XOR/XNOR: 36 / 36 / 10.4
AND-OR/OR-AND: 17 / 17 / 4.12
[worst min-delay path by stage]
stage	from	to	depth (start not counted)
final	x1.CountA[0]	x1.CountA[0]	1
after global routing	x1.CountA[0]	x1.CountA[0]	1
after CTS	x1.CountA[0]	x1.CountA[0]	1
[critical path, stage by stage, from the launching register on]
cell and delay (ns):
dfxtp_1 0.35, inv_1 0.07, ha_1 0.17, or4b_4 0.48, or3_4 0.48, o41ai_2 0.17
buf_4 0.27
[through the flow]
step           utilization [%]  worst slack, ns
6_report                  49.9             1.13
5_1_grt                   49.9             1.05
4_1_cts                   49.9             1.13
3_5_place_dp              48.0             1.14
3_3_place_gp              48.0             1.15
2_1_floorplan                -            0.892
Power is estimated from default activity; no workload was simulated.
